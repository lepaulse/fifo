**flow/run.sh**
```bash
#!/bin/bash
# OpenROAD 26Q1-2900-gdf79404cd8, Yosys 0.63+post, stock flow scripts
make -C /OpenROAD-flow-scripts/flow DESIGN_CONFIG=/design/flow/config.mk WORK_HOME=/design/flow/orfs finish
```
**flow/design.v**
```verilog
`timescale 1ns/1ps
module fifo #(parameter 
                BUFFER_SIZE = 128,                
                DATA_WIDTH = 32,    
                ADDRESS_WIDTH = clogb2(BUFFER_SIZE) - 1
             )
    (
    input  wire rst_in_n,
    input  wire clock_in,
    input  wire [DATA_WIDTH-1:0] data_in,
    input  wire data_in_valid,
    output reg  data_in_full,
    input  wire rst_out_n,
    input  wire clock_out,
    output wire [DATA_WIDTH-1:0] data_out,
    output reg  data_out_valid,
    input  wire data_out_ack
    );
    function integer clogb2;
        input integer depth;
              for (clogb2=0; depth>0; clogb2=clogb2+1)
                    depth = depth >> 1;
    endfunction
    reg [DATA_WIDTH-1:0] Buffer[BUFFER_SIZE-1:0];
    generate 
        integer ram_index;
        initial
            for(ram_index = 0; ram_index < BUFFER_SIZE; ram_index = ram_index + 1)
                Buffer[ram_index] = {DATA_WIDTH{1'b0}};
    endgenerate
    always @(posedge clock_in) begin
        if (data_in_valid && !data_in_full)
            Buffer[BufferWriteAddress] <= data_in;
    end
    assign data_out = Buffer[BufferReadAddress];
    reg  [ADDRESS_WIDTH:0]   ExtendedBufferWriteAddress, ExtendedBufferReadAddress; 
    wire [ADDRESS_WIDTH-1:0] BufferWriteAddress, BufferReadAddress;       
    wire [ADDRESS_WIDTH:0]   WriteNextAddress, ReadNextAddress; 
    reg  [ADDRESS_WIDTH:0]   WriteGrayPointer, ReadGrayPointer;
    wire [ADDRESS_WIDTH:0]   WriteGrayNextPointer, ReadGrayNextPointer;
    reg [ADDRESS_WIDTH:0]    WriteGrayPointer2Read1, ReadGrayPointer2Write1;
    reg [ADDRESS_WIDTH:0]    WriteGrayPointer2Read2, ReadGrayPointer2Write2;
    wire DataInFull, DataOutEmpty;
    assign DataInFull           = (WriteGrayNextPointer ==
                                 {~ReadGrayPointer2Write2[ADDRESS_WIDTH:ADDRESS_WIDTH-1],
                                   ReadGrayPointer2Write2[ADDRESS_WIDTH-2:0]});
    assign BufferWriteAddress   = ExtendedBufferWriteAddress[ADDRESS_WIDTH-1:0];
    assign WriteNextAddress     = ExtendedBufferWriteAddress + 
                                 (data_in_valid & ~data_in_full);
    assign WriteGrayNextPointer = (WriteNextAddress>>1) ^ WriteNextAddress;
    always @(posedge clock_in or negedge rst_in_n) begin
        if (!rst_in_n) begin
            data_in_full               <= 0;
            ExtendedBufferWriteAddress <= 0;
            WriteGrayPointer           <= 0;
            WriteGrayPointer2Read1     <= 0;
            WriteGrayPointer2Read2     <= 0;
        end
        else begin
            data_in_full               <= DataInFull;
            ExtendedBufferWriteAddress <= WriteNextAddress;
            WriteGrayPointer           <= WriteGrayNextPointer;
            WriteGrayPointer2Read1     <= WriteGrayPointer;
            WriteGrayPointer2Read2     <= WriteGrayPointer2Read1;
        end
    end
    assign DataOutEmpty        = (ReadGrayNextPointer==WriteGrayPointer2Read2);
    assign BufferReadAddress   = ExtendedBufferReadAddress[ADDRESS_WIDTH-1:0];
    assign ReadNextAddress     = ExtendedBufferReadAddress + (data_out_ack & data_out_valid);
    assign ReadGrayNextPointer = (ReadNextAddress>>1) ^ ReadNextAddress;
    always @(posedge clock_out or negedge rst_out_n) begin
        if (!rst_out_n) begin
            data_out_valid            <= 0;
            ExtendedBufferReadAddress <= 0;
            ReadGrayPointer           <= 0;
            ReadGrayPointer2Write1    <= 0;
            ReadGrayPointer2Write2    <= 0;
        end
        else begin
            data_out_valid            <= !DataOutEmpty;
            ExtendedBufferReadAddress <= ReadNextAddress;
            ReadGrayPointer           <= ReadGrayNextPointer;
            ReadGrayPointer2Write1    <= ReadGrayPointer;
            ReadGrayPointer2Write2    <= ReadGrayPointer2Write1;
        end
    end
endmodule
```
**flow/config.mk**
```make
export PLATFORM = sky130hd
export DESIGN_NAME = fifo
export DESIGN_NICKNAME = fifo
export VERILOG_FILES = /design/flow/design.v
export SDC_FILE = /design/flow/constraint.sdc
export NUM_CORES = 4
export LEC_CHECK = 1
export CORE_UTILIZATION = 50
```
**flow/constraint.sdc**
```tcl
current_design fifo

set clk_period 101.0
set clk_io_pct 0.2

create_clock -name clk0 -period $clk_period [get_ports {clock_in}]
create_clock -name clk1 -period $clk_period [get_ports {clock_out}]

set non_clock_inputs [all_inputs -no_clocks]
set_input_delay [expr $clk_period * $clk_io_pct] -clock clk0 $non_clock_inputs
set_output_delay [expr $clk_period * $clk_io_pct] -clock clk0 [all_outputs]
```
==> flow_metrics.env <==
# source this file to load flow results
export IMPL_cts_resized=0
export IMPL_switching_share_pct=31.9
export IMPL_fillCellCount=22300
export IMPL_cts_clk_slew_worst_paths_ns=0.06
export IMPL_maxSlewViolCount=0
export IMPL_cp_end_kind="primary output"
export IMPL_synth_warnings=1
export IMPL_relSlewSlack_pct=11.4
export IMPL_vias=76000
export IMPL_synthCells=7159
export IMPL_synth_top_cell_by_area="edfxtp_1"
export IMPL_worst_pin_slew_ns=1.33
export IMPL_rsz0062_at_grt="no"
export IMPL_remaining_drc_errors=0
export IMPL_crit_type="register to primary output"
export IMPL_syn_area_mm2=0.159
export IMPL_clock_power_share_pct=30.5
export IMPL_cts_sinks=4160
export IMPL_r2r_start="ExtendedBufferWriteAddress[3]"
export IMPL_synth_seq_share_pct=78.2
export IMPL_p_sw_mw=1.61
export IMPL_wl_per_cell_um=36.2
export IMPL_power_density_mw_per_mm2=28.0
export IMPL_place_congestion=0.862
export IMPL_finalHoldViolCount=0
export IMPL_warnings=28
export IMPL_status="complete, no violations"
export IMPL_rows=206
export IMPL_topCellsByArea="edfxtp_1 (77%), mux4_2 (12%), mux2i_1 (3.4%)"
export IMPL_dpl_hpwl_um=245000
export IMPL_hold_path_class="register to register"
export IMPL_ios=72
export IMPL_place_inst=11300
export IMPL_antenna_found_initial=23
export IMPL_synth_async_sr_flop_share_pct=1.54
export IMPL_combPwrFrac_pct=30.4
export IMPL_startpoint="ExtendedBufferReadAddress[1]"
export IMPL_cp_data_arrival_time_ns=6.99
export IMPL_synth_seq_cells=4160
export IMPL_hold_ws_ns=0.339
export IMPL_area_growth_pct=13.4
export IMPL_cts_tree="done"
export IMPL_cp_max_fo=45
export IMPL_grt_pass1_vias=83900
export IMPL_drive_gt1_share_pct=26.1
export IMPL_worstHoldStart="WriteGrayPointer2Read1[0]"
export IMPL_drt_total_wl_um=439000
export IMPL_grt_pass1_wl_um=616000
export IMPL_maxCapViolations=0
export IMPL_post_cts_buffers=0
export IMPL_skew_ns=0.0375
export IMPL_fp_utilization_pct=50.4
export IMPL_dieArea_mm2=0.321
export IMPL_seq_power_share_pct=39.1
export IMPL_peakVddDrop_mv=0.0210
export IMPL_synthFlopType="edfxtp_1"
export IMPL_die_w_um=566
export IMPL_antenna_left=0
export IMPL_holdBufCountCts=3
export IMPL_start_kind="register"
export IMPL_setup_viol=0
export IMPL_post_route_util_pct=57.1
export IMPL_post_layout_nonfiller_instances=12100
export IMPL_ys_cells=7159
export IMPL_p_int_mw=3.44
export IMPL_required_ns=80.80
export IMPL_dr_pass1_iters=7
export IMPL_tns_ns=0
export IMPL_grt_use_total_pct=31.5
export IMPL_synth_chip_area_mm2=0.159
export IMPL_grt_max_degree=90
export IMPL_portBuffers=70
export IMPL_drtIter0Drc=5117
export IMPL_synth_edff_count=4096
export IMPL_die_h_um=566
export IMPL_via_per_inst=6.27
export IMPL_core_mm2=0.316
export IMPL_overflow=0
export IMPL_top_cell_area_share_pct=77.2
export IMPL_power_leakage_nw=57.2
export IMPL_syn_area_per_cell_um2=22.2
export IMPL_ys_types=51
==> synthesized netlist by cell type, drive strengths merged, types with 2 or more instances <==
master  instances
nand4          14
nor3           84
or2             8
a21oi         112
clkbuf        174
o31a            3
buf           241
o41a            2
nor4            4
nand3          20
xnor2          20
mux2           27
a211o           7
nor2          197
and3            2
o32ai           8
o22ai         217
mux4          881
a22oi          79
and2            7
xnor3           2
o31ai          28
dfrtp          64
edfxtp       4096
mux2i         539
nand2          64
o211ai          8
o221ai         38
inv             8
o21ai          52
xor2           20
nand2b          9
or3b            6
nand3b          4
a221oi         45
a211oi         15
ha              4
nor2b          30
a32oi          14
==> through the flow <==
step | cell area, um^2 | power [mW] | setup slack (ns)
after floorplan | 159000 | 2.90 | 76.61
after global placement | 167000 | 3.55 | 74.02
after detailed placement | 167000 | 3.55 | 74.04
after CTS | 181000 | 5.08 | 73.72
after global routing | 181000 | 5.23 | 73.52
final | 181000 | 5.05 | 73.81
==> cells by family (layout without fill, tap and decap cells) <==
logic type / after synthesis / in the layout / share of synthesized area [%]
AND/OR/NAND/NOR: 450 / 450 / 1.29
multiplexers: 1447 / 1447 / 16.0
AND-OR/OR-AND: 632 / 632 / 2.65
flip-flops: 4160 / 4160 / 78.2
buffers and inverters: 423 / 1215 / 1.49
XOR/XNOR: 43 / 43 / 0.263
adder cells (fa/ha/maj): 4 / 4 / 0.0314
other: 0 / 8 / 0
==> final cells by class <==
| class | count | area [um^2] | share of cell area, % |
|---|---|---|---|
| clock buffers | 515 | 11200 | 6.18 |
| inverters | 8 | 31.3 | 0.0173 |
| multi-input cells | 2576 | 33400 | 18.5 |
| repair buffers | 434 | 3550 | 1.97 |
| diodes | 8 | 20.0 | 0.0111 |
| clock inverters | 258 | 2580 | 1.43 |
| flip-flops and latches | 4160 | 125000 | 69.0 |
| well taps | 4160 | 5200 | 2.88 |
==> state kept, by name, indices dropped and copies added (netlist names), 7 cells and up <==
| signal | count |
|---|---|
| ReadGrayPointer2Write2 | 8 |
| ExtendedBufferWriteAddress | 8 |
| ReadGrayPointer2Write1 | 8 |
| Buffer | 4096 |
| ReadGrayPointer | 7 |
| WriteGrayPointer2Read1 | 8 |
| WriteGrayPointer2Read2 | 8 |
| ExtendedBufferReadAddress | 8 |
| WriteGrayPointer | 7 |
==> worst paths after layout <==
kind	slack (ns)	cells after the start	to
worst max-delay path	73.81	10	data_out[13]
worst min-delay path	0.34	0	WriteGrayPointer2Read2[0]
worst max register to register	97.02	5	Buffer[98][12]
worst min register to register	0.34	0	WriteGrayPointer2Read2[0]
max in group clk1	78.37	10	data_out_valid
max in group asynchronous	80.52	1	ExtendedBufferReadAddress[3]
min in group clk1	0.34	0	ReadGrayPointer2Write1[3]
min in group asynchronous	19.29	1	ExtendedBufferWriteAddress[4]
==> layout by cell type, fill, tap and decap left out, types with 20 or more instances in the layout <==
cell type        count
nor2_1              71
xnor2_1             20
o31ai_1             26
nor3_1              82
clkbuf_1            78
clkbuf_16          431
a21oi_1            111
mux2i_1            539
clkinv_1            99
nor2b_1             26
nand2_1             61
clkdlybuf4s50_1     36
dfrtp_1             57
a221oi_1            44
o221ai_1            38
mux2_2              27
edfxtp_1          4096
xor2_1              20
nor2_4             125
buf_4              377
a22oi_1             79
o22ai_1            216
mux4_2             881
clkinv_2            76
bufinv_16           43
o21ai_0             45
==> per-layer routing <==
layer	vias to the layer above	share of wire [%]	track usage, %
li1	31300	-	-
met4	42	3.9	9.12
met3	715	21	27.9
met1	38300	29	37.1
met2	5686	46	43.6
met5	-	0.34	2.39
==> power by group through the flow <==
stage                 clock [mW]  sequential, mW  combinational (mW)
after CTS                   1.56            1.97                1.55
after global routing        1.63            1.98                1.63
final                       1.54            1.97                1.54
==> worst max-delay path, stage by stage (launching register included) <==
cell	delay, ns
dfrtp_4	0.87
buf_4	0.51
buf_4	0.54
buf_4	0.62
buf_4	0.56
buf_4	0.65
mux4_2	0.41
mux4_2	0.52
o221ai_1	0.93
o21ai_1	0.38
clkdlybuf4s50_1	0.51
Power and IR drop assume default switching activity.
